File: flow/run.sh
#!/bin/bash
# OpenROAD 26Q1-2900-gdf79404cd8, Yosys 0.63+post, stock flow scripts
make -C /OpenROAD-flow-scripts/flow DESIGN_CONFIG=/design/flow/config.mk WORK_HOME=/design/flow/orfs finish
File: flow/constraint.sdc
current_design virtual_time

set clk_period 7.3
set clk_io_pct 0.2

create_clock -name clk0 -period $clk_period [get_ports {clk}]

set non_clock_inputs [all_inputs -no_clocks]
set_input_delay [expr $clk_period * $clk_io_pct] -clock clk0 $non_clock_inputs
set_output_delay [expr $clk_period * $clk_io_pct] -clock clk0 [all_outputs]
File: flow/design.v
`timescale 1ns / 1ps
module virtual_time 
#(
    parameter   TIME_SCALE_WIDTH = 32 
)
(
    input  wire        clk,            
    input  wire        rst_n,          
    output reg  [TIME_SCALE_WIDTH-1:0] virtual_time    
);
    always @(posedge clk or negedge rst_n) begin
        if (!rst_n)
            virtual_time <= 32'd0;
        else
            virtual_time <= virtual_time + 1'b1;
    end
endmodule
File: flow/config.mk
export PLATFORM = sky130hd
export DESIGN_NAME = virtual_time
export DESIGN_NICKNAME = virtual_time
export VERILOG_FILES = /design/flow/design.v
export SDC_FILE = /design/flow/constraint.sdc
export NUM_CORES = 4
export LEC_CHECK = 1
export CORE_AREA = 10 10 97 97
export DIE_AREA = 0 0 107 107
==> flow_summary.ini <==
; yosys + openroad results
[route]
wirelength_um = 3260
viasPerCell = 3.97
wl_per_cell_um = 12.3
drtIter0Drc = 23
num_antenna_cells = 0
dr.pass1.iters = 3
drc_errors = 0
postRouteAntennaNets = 0
vias = 1049

[synthesis]
syn_area_um2 = 1480
yosys_area_um2 = 1480
ys_seq_elements = 32
synth.avg_cell_area_um2 = 11.6
synthCells = 127
top_cells_by_area = dfrtp_1, xor2_1, xnor2_1
synth.largest_area_cell = dfrtp_1
ys_cells = 127
ys_warn_count = 1
top_cell_area_share_pct = 54.1
synth_cell_types = 24
ys_seq_share_pct = 54.1

[clock_tree]
ctsResizeCount = 0
clockBufferDepth = 2
clkTransAtPathRegs_ns = 0.07
cts_sinks = 32
cts.htree.levels = 2
clock_latency_ns = 0.28
ctsHoldBuffers = 0
numCtsBuffers = 5
cts_tree = done
post_cts_buffers = 0
root_buffer = clkbuf_8

[placed_design]
routabilityCongestion = 0.765
place_ws_ns = 4.90
io_buffers = 33
hpwl_um = 2300

[run]
warnings = 25
maxCapViolCount = 0

[die]
fp_util_pct = 20.3
die_w_um = 107
io_pins = 34
core_um2 = 7290
die_h_um = 107
die_area_um2 = 11400
row_count = 31

[sta]
whs_ns = 0.467
period_needed_ns = 2.72
timing.final.ws_setup_ns = 4.58
max_freq_mhz = 368
rsz0062_at_grt = no
maxSlewHeadroom_pct = 61.8
skew_ns = 0.0122
setup_viol = 0
finalMaxSlewViolations = 0
worstMarginPinSlew_ns = 0.571
setup_tns_ns = 0
post-route-period-util_pct = 37.2
hold_viol_final = 0

[global_routing]
grt.total_usage_pct = 5.96
grt_max_degree = 33
first_global_vias = 1067
grt_pass1_wl_um = 5630
gr-total-overflow = 0
antenna_found_initial = 0

[cells_and_area]
top_register = virtual_time
largest_reg_flops = 32
drive_gt1_share_pct = 11.5
areaGrowthSynthToFinish_pct = 35.8
reg.largest.list = virtual_time (32)

[critical_path]
r2r_slack_ns = 5.41
rr_worst_depth = 5
regToRegEndpoint = virtual_time[30]
r2r-start = virtual_time[0]
crit_end = virtual_time[2]
path_depth = 1
cp.buffers_inverters = 1
cp.required_ns = 5.84
critical_path.top_delay_family = buffers and inverters
critPathKind = flop to output pin
end_kind = output pin
max_stage_delay_ns = 0.52
crit_path_max_fanout = 6
startpoint_type = flop
slowest_stage = clkdlybuf4s50_1
path_cells = clkdlybuf4s50_1
cp_data_arrival_time_ns = 1.26
cp-startpoint = virtual_time[2]

[pwr]
vdd_drop_max_mv = 0.0744
total_power_mw = 0.323
power_density_nw_per_um2 = 161
p_leak_nw = 0.887

[hold_path]
hold_class = flop to flop

[status]
outcome = finished clean
-- how the worst min path moves through the flow --
| stage | startpoint | end | slack, ns | cells past startpoint |
|---|---|---|---|---|
| after global routing | virtual_time[31] | virtual_time[31] | 0.51 | 1 |
| final | virtual_time[31] | virtual_time[31] | 0.47 | 1 |
| after CTS | virtual_time[31] | virtual_time[31] | 0.47 | 1 |
-- cell families after synthesis --
family	Yosys count	share of synthesized area (%)
and+or+nand+nor	55	24.3
DFF	32	54.1
xor gates and xnor gates	30	17.8
buffers and inverters	9	2.96
adders and majority gates	1	0.846
-- per-layer routing --
layer | track usage (%) | up-vias | routed length [µm]
met2 | 8.65 | 31 | 1370
li1 | - | 504 | -
met5 | 0 | - | 0
met1 | 8.06 | 512 | 1550
met3 | 2.97 | 2 | 328
met4 | 0.774 | 0 | 10
-- synth_stat cells --
master / number
dfrtp_1: 32
xor2_1: 20
nand3_1: 10
xnor2_1: 10
nand2_1: 9
nor2_1: 6
inv_1: 5
nor4_2: 5
and4_1: 4
nor3_1: 4
nor4_1: 4
nand4_1: 3
and3_1: 2
buf_2: 2
nand3_2: 2
buf_1: 1
buf_6: 1
ha_1: 1
nand2b_1: 1
nor3b_1: 1
nor4_4: 1
or2_2: 1
or3_1: 1
or3_4: 1
-- through the flow --
| stage | std cells | instance area [µm²] | util [%] |
|---|---|---|---|
| 2_1_floorplan | 127 | 1480 | - |
| 3_3_place_gp | 256 | 1920 | 26.3 |
| 3_5_place_dp | 256 | 1920 | 26.3 |
| 4_1_cts | 264 | 2010 | 27.5 |
| 5_1_grt | 264 | 2010 | 27.5 |
| 6_report | 264 | 2010 | 27.5 |
-- power breakdown --
| part | total, mW | internal, mW | switching, mW | leakage, nW |
|---|---|---|---|---|
| clock network | 0.141 | 0.0752 | 0.0658 | 0.0510 |
| registers | 0.177 | 0.177 | 0 | 0.438 |
| logic | 0.00424 | 0.000816 | 0.00343 | 0.398 |
-- final cells by class --
cell class | instances | area (µm²)
Timing Repair Buffer | 34 | 338
Tap cell | 99 | 124
Multi-Input combinational cell | 86 | 634
Fill cell | 785 | 5280
Sequential cell | 32 | 801
Inverter | 5 | 18.8
Clock inverter | 2 | 10.0
Clock buffer | 6 | 82.6
-- cell usage in the layout, fill, tap and decap left out, drive strengths merged, types with 2 or more instances in the layout --
| master | n |
|---|---|
| inv | 5 |
| and4 | 4 |
| nor4 | 10 |
| nor3 | 4 |
| dfrtp | 32 |
| nand3 | 12 |
| and3 | 2 |
| xnor2 | 10 |
| clkinv | 2 |
| clkdlybuf4s50 | 33 |
| nor2 | 6 |
| clkbuf | 6 |
| or3 | 2 |
| xor2 | 20 |
| nand4 | 3 |
| nand2 | 9 |
Power figures rest on the tool's default switching activity, not on a simulated workload.
